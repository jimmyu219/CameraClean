==> /design/flow/design.v <==
module I2C_CCD_Config (	 
						iCLK,
						iRST_N,
						iUART_CTRL,
						iZOOM_MODE_SW,
						iEXPOSURE_ADJ,
						iEXPOSURE_DEC_p,
						I2C_SCLK,
						I2C_SDAT
						);
input			iCLK;
input			iRST_N;
input 			iUART_CTRL;
input 			iZOOM_MODE_SW;
output		I2C_SCLK;
inout		I2C_SDAT;
reg	[15:0]	mI2C_CLK_DIV;
reg	[31:0]	mI2C_DATA;
reg			mI2C_CTRL_CLK;
reg			mI2C_GO;
wire		mI2C_END;
wire		mI2C_ACK;
reg	[23:0]	LUT_DATA;
reg	[5:0]	LUT_INDEX;
reg	[3:0]	mSetup_ST;
input 		iEXPOSURE_ADJ;
input		iEXPOSURE_DEC_p;	
parameter 	default_exposure 			= 16'h07c0;
parameter 	exposure_change_value	 	= 16'd200;
reg	[24:0]	combo_cnt;
wire		combo_pulse;
reg	[1:0]	izoom_mode_sw_delay;
reg	[3:0]	iexposure_adj_delay;
wire		exposure_adj_set;	
wire		exposure_adj_reset;
reg	[15:0]	senosr_exposure;
wire [23:0] sensor_start_row;
wire [23:0] sensor_start_column;
wire [23:0] sensor_row_size;
wire [23:0] sensor_column_size; 
wire [23:0] sensor_row_mode;
wire [23:0] sensor_column_mode;
assign sensor_start_row 		= iZOOM_MODE_SW ?  24'h010036 : 24'h010000;
assign sensor_start_column    = iZOOM_MODE_SW ?  24'h020010 : 24'h020000;
assign sensor_row_size	 		= iZOOM_MODE_SW ?  24'h0303BF : 24'h03077F;
assign sensor_column_size 		= iZOOM_MODE_SW ?  24'h0404FF : 24'h0409FF;
assign sensor_row_mode 			= iZOOM_MODE_SW ?  24'h220000 : 24'h220011;
assign sensor_column_mode		= iZOOM_MODE_SW ?  24'h230000 : 24'h230011;
always@(posedge iCLK or negedge iRST_N)
	begin
		if (!iRST_N)
			begin
				iexposure_adj_delay <= 0;
			end
		else 
			begin
				iexposure_adj_delay <= {iexposure_adj_delay[2:0],iEXPOSURE_ADJ};		
			end	
	end
assign 	exposure_adj_set = ({iexposure_adj_delay[0],iEXPOSURE_ADJ}==2'b10) ? 1 : 0 ;
assign  exposure_adj_reset = ({iexposure_adj_delay[3:2]}==2'b10) ? 1 : 0 ;		
always@(posedge iCLK or negedge iRST_N)
	begin
		if (!iRST_N)
			senosr_exposure <= default_exposure;
		else if (exposure_adj_set|combo_pulse)
			begin
				if (iEXPOSURE_DEC_p)
					begin
						if ((senosr_exposure < exposure_change_value)||
							(senosr_exposure == 16'h0))
							senosr_exposure <= 0;
						else	
							senosr_exposure <= senosr_exposure - exposure_change_value;
					end		
				else
					begin
						if (((16'hffff -senosr_exposure) <exposure_change_value)||
							(senosr_exposure == 16'hffff))
							senosr_exposure <= 16'hffff;
						else
							senosr_exposure <= senosr_exposure + exposure_change_value;	
					end		
			end
	end			
always@(posedge iCLK or negedge iRST_N)
	begin
		if (!iRST_N)
			combo_cnt <= 0;
		else if (!iexposure_adj_delay[3])
			combo_cnt <= combo_cnt + 1;
		else
			combo_cnt <= 0;	
	end
assign combo_pulse = (combo_cnt == 25'h1fffff) ? 1 : 0;				
wire	i2c_reset;		
assign i2c_reset = iRST_N & ~exposure_adj_reset & ~combo_pulse ;
parameter	CLK_Freq	=	50000000;	 
parameter	I2C_Freq	=	20000;		 
parameter	LUT_SIZE	=	25;
always@(posedge iCLK or negedge i2c_reset)
begin
	if(!i2c_reset)
	begin
		mI2C_CTRL_CLK	<=	0;
		mI2C_CLK_DIV	<=	0;
	end
	else
	begin
		if( mI2C_CLK_DIV	< (CLK_Freq/I2C_Freq) )
		mI2C_CLK_DIV	<=	mI2C_CLK_DIV+1;
		else
		begin
			mI2C_CLK_DIV	<=	0;
			mI2C_CTRL_CLK	<=	~mI2C_CTRL_CLK;
		end
	end
end
I2C_Controller 	u0	(	.CLOCK(mI2C_CTRL_CLK),		 
						.I2C_SCLK(I2C_SCLK),		 
 	 	 	 	 	 	.I2C_SDAT(I2C_SDAT),		 
						.I2C_DATA(mI2C_DATA),		 
						.GO(mI2C_GO),      			 
						.END(mI2C_END),				 
						.ACK(mI2C_ACK),				 
						.RESET(i2c_reset)
					);
always@(posedge mI2C_CTRL_CLK or negedge i2c_reset)
begin
	if(!i2c_reset)
	begin
		LUT_INDEX	<=	0;
		mSetup_ST	<=	0;
		mI2C_GO		<=	0;
	end
	else if(LUT_INDEX<LUT_SIZE)
		begin
			case(mSetup_ST)
			0:	begin
					mI2C_DATA	<=	{8'hBA,LUT_DATA};
					mI2C_GO		<=	1;
					mSetup_ST	<=	1;
				end
			1:	begin
					if(mI2C_END)
					begin
						if(!mI2C_ACK)
						mSetup_ST	<=	2;
						else
						mSetup_ST	<=	0;							
						mI2C_GO		<=	0;
					end
				end
			2:	begin
					LUT_INDEX	<=	LUT_INDEX+1;
					mSetup_ST	<=	0;
				end
			endcase
		end
end
always
begin
	case(LUT_INDEX)
	0	:	LUT_DATA	<=	24'h000000;
	1	:	LUT_DATA	<=	24'h20c000;				 
	2	:	LUT_DATA	<=	{8'h09,senosr_exposure}; 
	3	:	LUT_DATA	<=	24'h050000;				 
	4	:	LUT_DATA	<=	24'h060019;				 
	5	:	LUT_DATA	<=	24'h0A8000;				 
	6	:	LUT_DATA	<=	24'h2B000b;				 
	7	:	LUT_DATA	<=	24'h2C000f;				 
	8	:	LUT_DATA	<=	24'h2D000f;				 
	9	:	LUT_DATA	<=	24'h2E000b;				 
	10	:	LUT_DATA	<=	24'h100051;				 
	11	:	LUT_DATA	<=	24'h111807;				 
	12	:	LUT_DATA	<=	24'h120002;				 
	13	:	LUT_DATA	<=	24'h100053;				 
	14	:	LUT_DATA	<=	24'h980000;				 
	15	:	LUT_DATA	<=	24'hA00000;				 
	16	:	LUT_DATA	<=	24'hA10000;				 
	17	:	LUT_DATA	<=	24'hA20FFF;				 
	18	:	LUT_DATA	<=	sensor_start_row 	;	 
	19	:	LUT_DATA	<=	sensor_start_column ;	 
	20	:	LUT_DATA	<=	sensor_row_size;		 
	21	:	LUT_DATA	<=	sensor_column_size;		 
	22	:	LUT_DATA	<=	sensor_row_mode;		 
	23	:	LUT_DATA	<=	sensor_column_mode;		 
	24	:	LUT_DATA	<=	24'h4901A8;				 
	default:LUT_DATA	<=	24'h000000;
	endcase
end
endmodule
module I2C_Controller (
	CLOCK,
	I2C_SCLK, 
 	I2C_SDAT, 
	I2C_DATA, 
	GO,       
	END,      
	ACK,       
	RESET
);
	input  CLOCK;
	input  [31:0]I2C_DATA;	
	input  GO;
	input  RESET;	
 	inout  I2C_SDAT;	
	output I2C_SCLK;
	output END;	
	output ACK;
reg SDO;
reg SCLK;
reg END;
reg [31:0]SD;
reg [6:0]SD_COUNTER;
wire I2C_SCLK=SCLK | ( ((SD_COUNTER >= 4) & (SD_COUNTER <=39))? ~CLOCK :0 );
wire I2C_SDAT=SDO?1'bz:0 ;
reg ACK1,ACK2,ACK3,ACK4;
wire ACK=ACK1 | ACK2 |ACK3 |ACK4;
always @(negedge RESET or posedge CLOCK ) begin
if (!RESET) SD_COUNTER=6'b111111;
else begin
if (GO==0) 
	SD_COUNTER=0;
	else 
	if (SD_COUNTER < 41) SD_COUNTER=SD_COUNTER+1;	
end
end
always @(negedge RESET or  posedge CLOCK ) begin
if (!RESET) begin SCLK=1;SDO=1; ACK1=0;ACK2=0;ACK3=0;ACK4=0; END=1; end
else
case (SD_COUNTER)
	6'd0  : begin ACK1=0 ;ACK2=0 ;ACK3=0 ;ACK4=0 ; END=0; SDO=1; SCLK=1;end
	6'd1  : begin SD=I2C_DATA;SDO=0;end
	6'd2  : SCLK=0;
	6'd3  : SDO=SD[31];
	6'd4  : SDO=SD[30];
	6'd5  : SDO=SD[29];
	6'd6  : SDO=SD[28];
	6'd7  : SDO=SD[27];
	6'd8  : SDO=SD[26];
	6'd9  : SDO=SD[25];
	6'd10 : SDO=SD[24];	
	6'd11 : SDO=1'b1; 
	6'd12  : begin SDO=SD[23]; ACK1=I2C_SDAT; end
	6'd13  : SDO=SD[22];
	6'd14  : SDO=SD[21];
	6'd15  : SDO=SD[20];
	6'd16  : SDO=SD[19];
	6'd17  : SDO=SD[18];
	6'd18  : SDO=SD[17];
	6'd19  : SDO=SD[16];
	6'd20  : SDO=1'b1; 
	6'd21  : begin SDO=SD[15]; ACK2=I2C_SDAT; end
	6'd22  : SDO=SD[14];
	6'd23  : SDO=SD[13];
	6'd24  : SDO=SD[12];
	6'd25  : SDO=SD[11];
	6'd26  : SDO=SD[10];
	6'd27  : SDO=SD[9];
	6'd28  : SDO=SD[8];
	6'd29  : SDO=1'b1; 
	6'd30  : begin SDO=SD[7]; ACK3=I2C_SDAT; end
	6'd31  : SDO=SD[6];
	6'd32  : SDO=SD[5];
	6'd33  : SDO=SD[4];
	6'd34  : SDO=SD[3];
	6'd35  : SDO=SD[2];
	6'd36  : SDO=SD[1];
	6'd37  : SDO=SD[0];
	6'd38  : SDO=1'b1; 
    6'd39 : begin SDO=1'b0;	SCLK=1'b0; ACK4=I2C_SDAT; end	
    6'd40 : SCLK=1'b1; 
    6'd41 : begin SDO=1'b1; END=1; end 
endcase
end
endmodule
==> /design/flow/run.sh <==
#!/bin/bash
# OpenROAD 26Q1-2900-gdf79404cd8, Yosys 0.63+post, stock flow scripts
make -C /OpenROAD-flow-scripts/flow DESIGN_CONFIG=/design/flow/config.mk WORK_HOME=/design/flow/orfs finish
==> /design/flow/config.mk <==
export PLATFORM = sky130hd
export DESIGN_NAME = I2C_CCD_Config
export DESIGN_NICKNAME = I2C_CCD_Config
export VERILOG_FILES = /design/flow/design.v
export SDC_FILE = /design/flow/constraint.sdc
export NUM_CORES = 4
export LEC_CHECK = 1
export CORE_UTILIZATION = 50
==> /design/flow/constraint.sdc <==
current_design I2C_CCD_Config

set clk_period 6.6
set clk_io_pct 0.2

create_clock -name clk0 -period $clk_period [get_ports {iCLK}]

set non_clock_inputs [all_inputs -no_clocks]
set_input_delay [expr $clk_period * $clk_io_pct] -clock clk0 $non_clock_inputs
set_output_delay [expr $clk_period * $clk_io_pct] -clock clk0 [all_outputs]
==> PnR_summary.wiki <==
== Implementation results ==
{| class="wikitable"
! Metric !! Value
|-
| Maximum root-to-sink buffer count || 2
|-
| GRT Residual Overflow || 0
|-
| R2R depth || 5
|-
| Total length of routed wires || 4.67 mm
|-
| Slew at the pin closest to its max-slew limit || 0.678 ns
|-
| Setup repair after global routing missed its margin || no
|-
| YS chip area || 3010 sq um
|-
| Routability congestion estimate || 0.837
|-
| Destination of the worst register-to-register timing path || combo_cnt[24]
|-
| Number of register pins that no clock reaches || 19
|-
| Number of nets with antenna violations after routing || 0
|-
| Hold Path Sink || iexposure_adj_delay[1]
|-
| YS warnings || 3
|-
| Worst hold margin || 0.357 ns
|-
| Total vias in the final route || 2015
|-
| Power per standard cell area || 185 nW/um^2
|-
| Largest net degree at the start of global routing || 37
|-
| Number of different library cells in the post-synthesis netlist || 45
|-
| Cell area after placement || 3130 sq um
|-
| Cell Area, Synth || 3010 sq um
|-
| IR drop worst, VDD || 149 uV
|-
| Share of post-route cells with drive strength above 1 || 9.27%
|-
| Tally of filler cells in the layout || 474
|-
| Clock input transition at the sequential cells of the worst setup and hold paths || 0.08 ns
|-
| Min-Delay Startpoint || iexposure_adj_delay[0]
|-
| Worst-path fanout max || 21
|-
| Die Y || 79.6 um
|-
| Total of max-cap violations || 0
|-
| Antenna violations before repair || 0
|-
| 1st-iter DRT viols || 116
|-
| Final design utilization || 57.5%
|-
| Count of instantiated cells in the yosys netlist || 296
|-
| Total of flip-flops plus latches after synthesis || 65
|-
| Synth Seq Share || 54.4%
|-
| Achievable clock frequency || 309 MHz
|-
| DIE AREA || 6340 sq um
|-
| CTS root buffer || sky130_fd_sc_hd__clkbuf_8
|-
| Slew headroom || 54.6%
|-
| Log Warnings || 32
|-
| Clock period minus final worst setup slack || 3.24 ns
|-
| Tcrit/Tclk final || 49.0%
|-
| Leak Pwr || 1.28 nW
|-
| Average cell area after synthesis || 10.2 sq um
|-
| Length of the first detailed-routing pass in iterations || 4
|-
| Number of global-route vias before repair || 1963
|-
| Critical path startpoint category || flip-flop
|-
| Worst Hold Path Cells || 0
|-
| H-tree depth reported by CTS || 2
|-
| Class of the tightest hold or removal check || flip-flop to flip-flop
|-
| Logic area || 1290 sq um
|-
| DRC violations left || 0
|-
| Global-route wire length before repair || 8.78 mm
|-
| Antenna diodes || 0
|-
| Reg2Reg Setup Slack || 4.28 ns
|-
| Die extent in x || 79.6 um
|-
| Number of unconstrained endpoints || 19
|-
| Critical Path Sink Type || output pin
|-
| Summed negative setup slack over all endpoints || 0 ns
|-
| Area growth from synthesis to layout || 7.68%
|-
| Startpoint of the worst register-to-register path || combo_cnt[0]
|-
| Count of input and output buffers || 3
|-
| Crit path required time || 5.28 ns
|-
| Post-CTS Setup Repair Bufs || 0
|-
| Total GRT Usage || 17.9%
|-
| Setup clock skew after layout || 0.00835 ns
|-
| Endpoints failing hold || 0
|-
| Rows || 27
|-
| Per-cell via count in the routed design || 5.39
|-
| Estimated wirelength of the detail-placed design || 3.10 mm
|-
| Critical path start-end classification || flip-flop to output pin
|-
| Cells resized by post-CTS repair || 0
|-
| Routed wire per std cell || 12.5 um
|-
| Max-slew violation total from the final report || 0
|-
| Effective utilization at floorplan || 53.4%
|-
| Total CTS buffers || 5
|-
| Core Area || 5640 sq um
|-
| Arrival time at the worst endpoint || 1.92 ns
|-
| Clk latency of the worst-skew pair || 0.30 ns
|-
| Hold-fix buffers, CTS || 0
|-
| Total area of sequential cells || 1640 sq um
|-
| Cells after synthesis || 296
|-
| Number of setup violations in the final report || 0
|-
| Final Instance Area || 3240 sq um
|-
| Num ports || 8
|-
| TritonCTS clock tree || yes
|-
| Result of the run || completed
|}
## cells in the mapped netlist (all sizes together)
| library cell | instances | share of area [%] |
|---|---|---|
| a41o | 1 | 0.33 |
| and3 | 2 | 0.42 |
| xnor2 | 18 | 5.2 |
| or3 | 7 | 1.5 |
| o41a | 1 | 0.37 |
| o211ai | 1 | 0.25 |
| and2 | 1 | 0.21 |
| clkbuf | 9 | 1.1 |
| a2111oi | 1 | 0.29 |
| nand3 | 18 | 3.0 |
| o32a | 1 | 0.33 |
| xor2 | 6 | 1.7 |
| ha | 8 | 3.3 |
| o21bai | 1 | 0.25 |
| a22o | 2 | 0.58 |
| or2 | 3 | 0.62 |
| a21o | 1 | 0.25 |
| mux2 | 1 | 0.37 |
| a32oi | 1 | 0.29 |
| nand2b | 3 | 0.62 |
| nor3 | 8 | 1.3 |
| buf | 2 | 0.42 |
| nand4 | 7 | 1.7 |
| o21ai | 15 | 2.5 |
| o31a | 1 | 0.29 |
| o2bb2ai | 1 | 0.29 |
| nand2 | 20 | 2.5 |
| dfrtp | 56 | 47 |
| o31ai | 7 | 1.7 |
| a31oi | 1 | 0.21 |
| o21a | 2 | 0.50 |
| dfstp | 9 | 7.8 |
| inv | 15 | 1.9 |
| nor4 | 8 | 1.7 |
| and4 | 1 | 0.29 |
| nor2b | 2 | 0.42 |
| or4 | 10 | 2.5 |
| nor2 | 29 | 3.6 |
| a21oi | 14 | 2.3 |
| a21boi | 1 | 0.25 |
| conb | 1 | 0.12 |
## critical path: stages (launching register included)
cell and delay (ns):
sky130_fd_sc_hd__dfrtp_1 0.60, sky130_fd_sc_hd__a2111oi_0 0.41, sky130_fd_sc_hd__or2_2 0.17, sky130_fd_sc_hd__clkdlybuf4s50_1 0.44
## per-layer routing
metal	GRT usage, %	part of all wire, %
met3	3.13	2.6
met4	1.82	1.2
met5	0	0
met2	27.0	41
met1	29.6	55
## cell type report
class	count	area share, %
Sequential cell	65	50.5
Multi-Input combinational cell	209	39.9
Tap cell	72	2.78
Clock buffer	6	2.55
Inverter	15	1.74
Timing Repair Buffer	6	1.62
Clock inverter	1	0.926
## registers in the layout, summed over array words and instances (netlist names), named ones only
name                 flops
LUT_INDEX                6
iexposure_adj_delay      4
u0.SCLK                  1
u0.SD_COUNTER            7
mI2C_CTRL_CLK            1
u0.END                   1
mSetup_ST                2
mI2C_GO                  1
combo_cnt               25
mI2C_CLK_DIV            16
## stage by stage
step	worst slack, ns	power, mW	std cells
floorplan	3.24	0.377	300
global placement	3.71	0.394	367
detailed placement	3.69	0.394	367
CTS	3.35	0.607	374
global route	3.12	0.628	374
finish	3.36	0.599	374
## where the power goes
| group | switching, mW | internal, mW | leakage [nW] | total, mW |
|---|---|---|---|---|
| Clock | 0.0906 | 0.121 | 0.0573 | 0.212 |
| Combinational | 0.0144 | 0.00590 | 0.375 | 0.0203 |
| Sequential | 0.0193 | 0.347 | 0.852 | 0.367 |
## worst max path at each step
stage,slack [ns],cells past startpoint,from,endpoint
final,3.36,3,mI2C_CTRL_CLK,I2C_SCLK
after global routing,3.12,3,mI2C_CTRL_CLK,I2C_SCLK
after CTS,3.35,3,mI2C_CTRL_CLK,I2C_SCLK
## cell families after synthesis
| logic type | Yosys count | synth area share (%) |
|---|---|---|
| adders and majority gates | 8 | 3.32 |
| other | 1 | 0.124 |
| xor gates and xnor gates | 24 | 6.98 |
| AOI/OAI and AO/OA | 52 | 11.0 |
| DFF | 65 | 54.4 |
| and+or+nand+nor | 119 | 20.4 |
| buffers and inverters | 26 | 3.41 |
| muxes | 1 | 0.374 |
## placed cells by master, fill, tap and decap left out, types with 2 or more instances in the layout
cell,n
sky130_fd_sc_hd__a21oi_1,14
sky130_fd_sc_hd__a22o_1,2
sky130_fd_sc_hd__and3_1,2
sky130_fd_sc_hd__buf_4,3
sky130_fd_sc_hd__clkbuf_8,6
sky130_fd_sc_hd__clkdlybuf4s50_1,3
sky130_fd_sc_hd__conb_1,5
sky130_fd_sc_hd__dfrtp_1,56
sky130_fd_sc_hd__dfstp_2,9
sky130_fd_sc_hd__ha_1,8
sky130_fd_sc_hd__inv_1,15
sky130_fd_sc_hd__nand2_1,20
sky130_fd_sc_hd__nand2b_1,3
sky130_fd_sc_hd__nand3_1,18
sky130_fd_sc_hd__nand4_1,6
sky130_fd_sc_hd__nor2_1,28
sky130_fd_sc_hd__nor2b_1,2
sky130_fd_sc_hd__nor3_1,8
sky130_fd_sc_hd__nor4_1,8
sky130_fd_sc_hd__o21a_1,2
sky130_fd_sc_hd__o21ai_0,15
sky130_fd_sc_hd__o31ai_1,7
sky130_fd_sc_hd__or2_2,3
sky130_fd_sc_hd__or3_1,5
sky130_fd_sc_hd__or3_2,2
sky130_fd_sc_hd__or4_1,9
sky130_fd_sc_hd__xnor2_1,18
sky130_fd_sc_hd__xor2_1,6
No activity file was given, so power comes from the tool's default toggle rates.
